==> design/flow/design.v <==
`timescale 1ns / 1ps
module door_lock_motor(
    input        CLK,        
    input        RESET,
    input        TRIGGER,     
    output reg [3:0] MOTOR_OUT,
    output reg   sequence_done 
);
    parameter SPEED_DELAY = 100000; 
    parameter ROTATE_STEPS = 512; 
    parameter WAIT_DELAY = 24000000;
    reg [2:0] state;
    parameter S_IDLE  = 3'd0;
    parameter S_LEFT  = 3'd1; 
    parameter S_WAIT  = 3'd2; 
    parameter S_RIGHT = 3'd3; 
    parameter S_STOP  = 3'd4; 
    reg [31:0] clk_cnt;   
    reg [31:0] step_cnt;  
    reg [2:0]  phase_idx; 
    always @(*) begin
        case (phase_idx)
            3'd0: MOTOR_OUT = 4'b1001;
            3'd1: MOTOR_OUT = 4'b1010;
            3'd2: MOTOR_OUT = 4'b0110;
            3'd3: MOTOR_OUT = 4'b0101;
            default: MOTOR_OUT = 4'b0000;
        endcase
    end
    always @(posedge CLK or posedge RESET) begin
        if (RESET) begin
            state     <= S_IDLE;
            clk_cnt   <= 0;
            step_cnt  <= 0;
            phase_idx <= 0;
            sequence_done <= 0;
        end
        else begin
            case (state)
                S_IDLE: begin
                    sequence_done <= 0; 
                    if (TRIGGER) begin   
                        state    <= S_LEFT;
                        clk_cnt  <= 0;
                        step_cnt <= 0;
                    end
                end
                S_LEFT: begin
                    clk_cnt <= clk_cnt + 1;
                    if (clk_cnt >= SPEED_DELAY) begin
                        clk_cnt <= 0;
                        phase_idx <= phase_idx + 1;
                        if (phase_idx == 3) phase_idx <= 0;
                        step_cnt <= step_cnt + 1;
                        if (step_cnt >= ROTATE_STEPS) begin
                            state <= S_WAIT; 
                            clk_cnt <= 0;
                        end
                    end
                end
                S_WAIT: begin
                    clk_cnt <= clk_cnt + 1;
                    if (clk_cnt >= WAIT_DELAY) begin
                        state    <= S_RIGHT;
                        clk_cnt  <= 0;
                        step_cnt <= 0;
                    end
                end
                S_RIGHT: begin
                    clk_cnt <= clk_cnt + 1;
                    if (clk_cnt >= SPEED_DELAY) begin
                        clk_cnt <= 0;
                        if (phase_idx == 0) phase_idx <= 3;
                        else phase_idx <= phase_idx - 1;
                        step_cnt <= step_cnt + 1;
                        if (step_cnt >= ROTATE_STEPS) begin
                            state <= S_STOP; 
                        end
                    end
                end
                S_STOP: begin
                    sequence_done <= 1;  
                    if (!TRIGGER) begin 
                        state <= S_IDLE;
                        sequence_done <= 0;  
                    end
                end
            endcase
        end
    end
endmodule
==> design/flow/run.sh <==
#!/bin/bash
# OpenROAD 26Q1-2900-gdf79404cd8, Yosys 0.63+post, stock flow scripts
make -C /OpenROAD-flow-scripts/flow DESIGN_CONFIG=/design/flow/config.mk WORK_HOME=/design/flow/orfs finish
==> design/flow/config.mk <==
export PLATFORM = sky130hd
export DESIGN_NAME = door_lock_motor
export DESIGN_NICKNAME = door_lock_motor
export VERILOG_FILES = /design/flow/design.v
export SDC_FILE = /design/flow/constraint.sdc
export NUM_CORES = 4
export LEC_CHECK = 1
export CORE_UTILIZATION = 50
==> design/flow/constraint.sdc <==
current_design door_lock_motor

set clk_period 5.2
set clk_io_pct 0.2

create_clock -name clk0 -period $clk_period [get_ports {CLK}]

set non_clock_inputs [all_inputs -no_clocks]
set_input_delay [expr $clk_period * $clk_io_pct] -clock clk0 $non_clock_inputs
set_output_delay [expr $clk_period * $clk_io_pct] -clock clk0 [all_outputs]
==> Changelog: implementation <==
## Implementation

* Status: complete, no violations
* CP peak stage delay at 530 ps
* Setup TNS at 0 ps
* Number of CTS-inserted buffers at 9
* FP Util at 0.5222
* First-pass GRT wire length at 16.39 mm
* Vias in the first global route at 3295
* Clk buf depth at 2
* Async SR Flop Fraction at 1.000
* Count leader, synth: dfrtp_1
* Postcts setup bufs at 0
* Switch share at 0.3064
* Delay-heaviest family, CP: simple AND/OR/NAND/NOR gates
* Largest net degree at the start of global routing at 59
* Chip footprint at 9088 um2
* Clock share of power at 0.333
* CTS tree: built
* # DRC at 0
* Hold crit path type: flop to flop
* PostCTS Resize Cnt at 0
* Syn Area/Cell at 8.711 um2
* Slew headroom at 0.4919
* Biggest area cells: dfrtp_1 (41%), nand3_1 (4.8%), nor2_1 (4.8%), nand2_1 (4.0%), o211ai_1 (3.1%)
* Post-DRT Antenna Nets at 0
* Via count at 3620
* Pre-antenna DRT Iters at 4
* Total track usage at 0.2385
* Max Clk Rate at 291.0 MHz
* WP data arrival at 3710 ps
* Tot Pwr at 1.382 mW
* Dpl hpwl at 6.398 mm
* CTS clk-pin slew, worst paths at 80 ps
* Synth area leader: dfrtp_1
* Tightest Pin Transition at 762.1 ps
* FF+latch count, synth at 73
* Vias/cell at 5.944
* Fin crit share at 0.6608
* Pleak at 2.021 nW
* WL final at 9.651 mm
* Top-area cell share at 0.4137
* Synth cell types at 58
* Detailed Route Iter0 Violations at 152
* Synth top cells by count: dfrtp_1 (72), nor2_1 (56), nand2_1 (46)
* Reg power frac at 0.522
* Max Slew Vio Count at 0
* # rows at 33
* Internal power at 0.9583 mW
* CORE AREA at 8341 um2
* Kind of critical path: input pin to flop
* Initial antenna violation count at 0
* Synth Warn # at 1
* Worst Setup Start Kind: input pin
* GRT overflow at 0
* Clock skew at 14.33 ps
* Hold-fix buffer count after cts at 0
* Number of enable flip-flop cells at 0
* Setup-failing EPs final at 0
* PwrDens at 294.9 nW/um2
* CP bufs+invs at 2
* Element type at the critical path end: flop
* Antenna diodes at 0
* CP Data Required Time at 5470 ps
* # H-tree levels at 3
* Crit-path slowest cell: nand3_1
* Die Ht at 95.33 um
* Top_reg_cell synth: dfrtp_1
* Port Buffer Count at 7
* Sequential area share after synthesis at 0.4197
* Worst skew pair latency at 350 ps
* Max-Cap Viols at 0
* Cells after Synth at 500
* GP Congestion at 0.9000
* Clock tree root buffer cell: clkbuf_8
* Yosys Instances at 500
* CP cell instances: clkdlybuf4s50_1 > nand2b_1 > o31a_1 > nand3_1 > buf_4 > or4_1 > o21ai_0
* Wire per inst at 15.85 um
* Area Growth Syn to Fin at 7.584%
* IO Pins at 8
* Post-Syn Area at 4355 um2
* Net Switching at 0.4233 mW
* Tool warnings at 33
* Clock sink count at 73
* Fin Hold WS at 475.1 ps
* Comb power frac at 0.145
* Die X at 95.33 um
* Layout cells sized above 1 at 0.07738
* Max VDD drop at 0.1706 mV
* Crit-path max FO at 16
* Yosys chip area at 4355 um2
* RSZ-0062 raised after global routing: false
* Tmin final at 3436 ps
* Final-report hold violation count at 0
[layer usage]
| metal | vias to the layer above | global-route usage | share of wire |
|---|---|---|---|
| met3 | 13 | 0.04704 | 0.042 |
| li1 | 1833 | - | - |
| met4 | 0 | 0.03283 | 0.016 |
| met5 | - | 0 | 0 |
| met2 | 69 | 0.3393 | 0.42 |
| met1 | 1705 | 0.3979 | 0.52 |
[cells by family after synthesis]
kind of cell	share of synthesized area
multiplexers	0.004884
adder cells (fa/ha/maj)	0.02586
buffers and inverters	0.04682
flip-flops	0.4197
AND-OR/OR-AND	0.1698
AND/OR/NAND/NOR	0.2927
XOR/XNOR	0.04022
[tightest hold or removal path, cell delays in order (launching register included)]
cell	delay, ps
dfrtp_1	350
nand2_1	50
nand2_1	50
[final timing paths]
kind / to / startpoint / cells after the start / slack, ps
worst max-delay path: step_cnt[20]$_DFFE_PP0P_ / TRIGGER / 7 / 1760
worst min-delay path: sequence_done$_DFFE_PP0N_ / sequence_done$_DFFE_PP0N_ / 2 / 480
max in group asynchronous: step_cnt[9]$_DFFE_PP0P_ / RESET / 3 / 3170
worst max register to register: step_cnt[20]$_DFFE_PP0P_ / state[4]$_DFF_PP0_ / 7 / 2110
min in group asynchronous: clk_cnt[4]$_DFFE_PP0P_ / RESET / 2 / 970
worst min register to register: sequence_done$_DFFE_PP0N_ / sequence_done$_DFFE_PP0N_ / 2 / 480
[metrics by stage]
step / worst slack (ps) / utilization / instances / instance area (um2)
2_1_floorplan: 2308 / - / 500 / 4355
3_3_place_gp: 1489 / 0.5372 / 593 / 4481
3_5_place_dp: 1455 / 0.5372 / 593 / 4481
4_1_cts: 1833 / 0.5618 / 609 / 4686
5_1_grt: 1612 / 0.5618 / 609 / 4686
6_report: 1764 / 0.5618 / 609 / 4686
[power groups by stage]
stage | sequential (mW) | clock, mW | combinational [mW]
finish | 0.722 | 0.459 | 0.200
global route | 0.737 | 0.501 | 0.231
CTS | 0.720 | 0.472 | 0.203
[registers in the layout (all words and copies together), names as in the netlist]
register       count
phase_idx          3
state              5
sequence_done      1
step_cnt          32
clk_cnt           32
[cells in the final DEF (no fill, tap or decap), types with 9 or more instances in the layout]
| master | instances |
|---|---|
| dfrtp_1 | 72 |
| nor2_1 | 56 |
| nand2_1 | 46 |
| nand3_1 | 42 |
| o21ai_0 | 23 |
| inv_1 | 19 |
| o211ai_1 | 18 |
| and3_1 | 16 |
| nand4_1 | 14 |
| a21oi_1 | 14 |
| xnor2_1 | 14 |
| nor3_1 | 13 |
| nor4_1 | 12 |
| or4_1 | 12 |
| clkbuf_8 | 11 |
| ha_1 | 9 |
[layout make-up]
cell class,count,area [um2]
Clock buffer,11,151.4
Clock inverter,5,53.80
Fill cell,740,3655
Inverter,20,75.07
Multi-Input combinational cell,381,2323
Sequential cell,73,1828
Tap cell,105,131.4
Timing Repair Buffer,14,122.6
Power is estimated from default activity; no workload was simulated.
