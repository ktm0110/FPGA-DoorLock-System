File: flow/run.sh
#!/bin/bash
# OpenROAD 26Q1-2900-gdf79404cd8, Yosys 0.63+post, stock flow scripts
make -C /OpenROAD-flow-scripts/flow DESIGN_CONFIG=/design/flow/config.mk WORK_HOME=/design/flow/orfs finish
File: flow/config.mk
export PLATFORM = sky130hd
export DESIGN_NAME = password_fsm
export DESIGN_NICKNAME = password_fsm
export VERILOG_FILES = /design/flow/design.v
export SDC_FILE = /design/flow/constraint.sdc
export NUM_CORES = 4
export LEC_CHECK = 1
export CORE_UTILIZATION = 30
File: flow/constraint.sdc
current_design password_fsm

set clk_period 4.4
set clk_io_pct 0.2

create_clock -name clk0 -period $clk_period [get_ports {CLK}]

set non_clock_inputs [all_inputs -no_clocks]
set_input_delay [expr $clk_period * $clk_io_pct] -clock clk0 $non_clock_inputs
set_output_delay [expr $clk_period * $clk_io_pct] -clock clk0 [all_outputs]
File: flow/design.v
`timescale 1ns/1ps
module password_fsm(
    input CLK,              
    input RESET,
    input key_pulse,
    input [3:0] key_value,
    input lock_signal,      
    output reg [15:0] digit_mask,
    output reg pw_ok,
    output reg is_frozen,
    output reg [7:0] led_out 
);
    reg [3:0] pw_mem [3:0];
    reg [3:0] input_pw [3:0];
    reg [2:0] press_cnt;
    reg is_open;
    reg [1:0]  fail_cnt;      
    reg [27:0] freeze_timer;  
    reg [23:0] safe_timer; 
    parameter FREEZE_TIME = 28'd192_000_000; 
    parameter ONE_SEC = 28'd24_000_000;
    always @(posedge CLK or posedge RESET) begin
        if(RESET) begin
            press_cnt    <= 0;
            pw_ok        <= 0;
            is_open      <= 0;
            digit_mask   <= 16'hFFFF;
            safe_timer   <= 0;
            fail_cnt     <= 0;
            is_frozen    <= 0;
            freeze_timer <= 0;
            led_out      <= 8'hFF; 
            pw_mem[0] <= 4'd1; pw_mem[1] <= 4'd2;
            pw_mem[2] <= 4'd3; pw_mem[3] <= 4'd4;
        end
        else begin
            if(safe_timer < 24'd5_000_000) begin
                safe_timer <= safe_timer + 1;
            end
            else if(is_frozen) begin
                freeze_timer <= freeze_timer + 1;
                digit_mask   <= 16'hFFFF; 
                pw_ok        <= 0;
                if      (freeze_timer < ONE_SEC * 1) led_out <= 8'b00000000;  
                else if (freeze_timer < ONE_SEC * 2) led_out <= 8'b10000000;  
                else if (freeze_timer < ONE_SEC * 3) led_out <= 8'b11000000;  
                else if (freeze_timer < ONE_SEC * 4) led_out <= 8'b11100000;
                else if (freeze_timer < ONE_SEC * 5) led_out <= 8'b11110000;
                else if (freeze_timer < ONE_SEC * 6) led_out <= 8'b11111000;
                else if (freeze_timer < ONE_SEC * 7) led_out <= 8'b11111100;
                else                                 led_out <= 8'b11111110;  
                if(freeze_timer >= FREEZE_TIME) begin
                    is_frozen    <= 0;
                    fail_cnt     <= 0; 
                    freeze_timer <= 0;
                    press_cnt    <= 0; 
                    led_out      <= 8'hFF;  
                end
            end
            else if(is_open) begin
                 led_out <= 8'hFF;  
                 if(lock_signal) begin
                    is_open    <= 0;
                    pw_ok      <= 0;
                    digit_mask <= 16'hFFFF; 
                    press_cnt  <= 0;
                    fail_cnt   <= 0; 
                 end
                 else begin
                    digit_mask <= 16'h0000;
                    pw_ok      <= 1;
                 end
            end
            else if(key_pulse) begin
                led_out <= 8'hFF;  
                if(press_cnt >= 4) begin
                    press_cnt  <= 1;
                    digit_mask <= 16'h0FFF;
                    input_pw[0]<= key_value;
                    pw_ok      <= 0;
                end
                else begin
                    input_pw[press_cnt] <= key_value;
                    press_cnt <= press_cnt + 1;
                    case(press_cnt)
                        0: digit_mask <= 16'h0FFF;
                        1: digit_mask <= 16'h00FF;
                        2: digit_mask <= 16'h000F;
                        3: digit_mask <= 16'h0000;
                    endcase
                    if(press_cnt == 3) begin
                        if( input_pw[0] == pw_mem[0] &&
                            input_pw[1] == pw_mem[1] &&
                            input_pw[2] == pw_mem[2] &&
                            key_value   == pw_mem[3] ) begin
                            pw_ok    <= 1;
                            is_open  <= 1;
                            fail_cnt <= 0; 
                        end
                        else begin
                            pw_ok <= 0;
                            if(fail_cnt >= 2) begin
                                is_frozen    <= 1; 
                                freeze_timer <= 0;
                                press_cnt    <= 0; 
                                digit_mask   <= 16'hFFFF;
                                led_out      <= 8'h00; 
                            end
                            else begin
                                fail_cnt <= fail_cnt + 1; 
                            end
                        end
                    end
                end
            end
        end
    end
endmodule
==> qor.yml <==
run_status:
  outcome: "completed"
sta:
  clock_skew_ns: 0.00815
  rsz0062_at_grt: "no"
  finalMaxSlewViolations: 0
  slew_headroom: 0.442
  fin_crit_ns: 2.98
  max_freq_mhz: 335
  tns_ns: 0
  tightest_slew_ns: 0.829
  finalSetupViolCount: 0
  final-hold-violation-count: 0
  fin_crit_sh: 0.678
logic_synthesis:
  yosys_warnings: 3
  xor_share: 0.0348
  topCellsByArea: "dfrtp_1 (28%), dfstp_2 (12%), edfxtp_1 (6.8%)"
  synth-edff-count: 12
  synth_stat.cells: 548
  syn_area_um2: 5290
  postSynthSeqShare: 0.471
  simple_gate_share: 0.222
  syn_inst: 548
  logic_family: "simple AND/OR/NAND/NOR gates"
  synth_flops: 96
  synthAoiAreaFrac: 0.179
  synthArstFlopShare: 0.875
  syn_area_per_cell_um2: 9.65
  ys_area_um2: 5290
  top_cell: "dfrtp_1"
  top_area_frac: 0.284
  mux_share: 0.0213
  adder_share: 0.0213
  synthTopCellsByCount: "dfrtp_1 (60), nand2_1 (59), o21ai_0 (39), dfstp_2 (24), nor2_1 (24)"
  ff_type: "dfrtp_1"
  largest_area_cell: "dfrtp_1"
  yosysUniqueCellTypes: 64
pwr:
  combPwrFrac: 0.015
  power.switching_uw: 357
  irDropWorstVdd_mv: 0.146
  clock_power_share: 0.475
  power_frac_seq: 0.510
  power_density_nw_per_um2: 288
  power_leakage_nw: 2.39
  swShare: 0.203
  intPower_mw: 1.40
worst_setup_path:
  path_class: "in -> reg"
  critPathCaptureType: "flip-flop"
  start_kind: "primary input"
  cp.required_ns: 4.66
  cp.arrival_ns: 3.24
  worstPathMaxFanout: 18
cts:
  hold_buffers: 0
  root_buffer: "clkbuf_16"
  clock_latency_ns: 0.34
  tritoncts.num_buffers: 9
  ctsHtreeMaxLevel: 3
  clk_path_buf_depth: 2
  path_clk_slew_ns: 0.07
  cts_resized: 0
  cts_tree: "built"
  cts_setup_buffers: 0
  cts_num_sinks: 96
detailed_routing:
  antennaDiodeCount: 0
  finalWirelength_um: 12300
  avgViaCountPerCell: 5.45
  dr_total_vias: 4310
  drt_pass1_iterations: 5
  final_antenna_net_count: 0
  avgRoutedWirePerCell_um: 15.6
  drc: 0
  dr.first_iter.drc_count: 402
layout:
  regArea_um2: 2490
  layout-drive-gt1-share: 0.106
  fin_cells: 791
  area_growth_pct: 15.5
  logic_area_um2: 2540
  fillCellCount: 1655
placement:
  dp_hpwl_um: 8250
  place.gp.congestion: 0.905
  io_buffers: 33
  dp.cells: 775
floorplan:
  die-area_um2: 18200
  core-area_um2: 17200
  fp.dieH_um: 135
  fp_util: 0.307
  row_count: 48
  dieWidth_um: 135
  io_pins: 34
flow_run:
  tool_warnings: 29
  maxCapViolations: 0
global_route:
  grtUsageTotal: 0.146
  antenna_found_initial: 0
  grt_pass1_wl_um: 20900
  grt_pass1_vias: 4111
  grt_max_degree: 54
  grt.overflow.total: 0
min_path:
  hold_class: "reg -> reg"
## worst max-delay path, stage by stage
cell and delay [ns]:
clkdlybuf4s50_1 0.46, nor4_1 0.31, nand4_1 0.14, buf_4 0.20, a31oi_2 0.64, buf_4 0.36
o21ai_0 0.12, o211ai_1 0.11
## cells in the final DEF (no fill, tap or decap), types with 6 or more instances in the layout
cell	n
a211o_1	7
a211oi_1	18
a21o_1	8
a21oi_1	15
buf_4	10
clkbuf_16	9
clkdlybuf4s50_1	33
dfrtp_1	60
dfstp_2	24
edfxtp_1	12
ha_1	9
inv_1	17
mux2i_1	9
nand2_1	59
nand3_1	23
nand4_1	23
nor2_1	24
nor3_1	18
nor4_1	18
o211ai_1	8
o21a_1	6
o21ai_0	39
or3_1	10
or4_1	9
xnor2_1	9
xor2_1	12
## routing by layer
metal / GRT usage / vias up / wire, um
li1: - / 2078 / -
met1: 0.226 / 2104 / 5940
met2: 0.224 / 113 / 5630
met3: 0.0207 / 15 / 609
met4: 0.0243 / 0 / 165
met5: 0 / - / 0
## area by class of cell
type	count	share of cell area
multi-input cells	393	0.416
flip-flops and latches	96	0.408
inverters	18	0.0113
clock inverters	7	0.0154
repair buffers	43	0.0664
well taps	225	0.0461
clock buffers	9	0.0369
## path summary, 6_finish.rpt
path	startpoint	endpoint	slack [ns]	depth (start not counted)
setup / recovery	key_value[1]	freeze_timer[3]	1.42	8
hold / removal	safe_timer[23]	safe_timer[23]	0.40	0
setup reg to reg	safe_timer[11]	led_out[4]	1.68	6
hold reg to reg	safe_timer[23]	safe_timer[23]	0.40	0
max in group asynchronous	RESET	freeze_timer[21]	2.38	3
min in group asynchronous	RESET	fail_cnt[0]	0.95	2
## state kept, by name (all words and copies together), names as in the netlist
signal        flops
input_pw         12
is_open           1
press_cnt         3
fail_cnt          2
freeze_timer     28
digit_mask       16
pw_ok             1
led_out           8
safe_timer       24
is_frozen         1
## cell families after synthesis
logic type,count (synthesis)
AND/OR/NAND/NOR,214
AND-OR/OR-AND,138
flip-flops,96
buffers and inverters,59
XOR/XNOR,21
multiplexers,11
adder cells (fa/ha/maj),9
## per-stage QoR
stage	util	total power, mW	instance area (um^2)	worst slack [ns]	hold slack, ns
detailed placement	0.336	0.942	5780	1.11	0.393
global placement	0.336	0.942	5780	1.18	0.394
CTS	0.354	1.79	6100	1.47	0.409
floorplan	-	0.927	5290	0.871	0.430
finish	0.354	1.76	6100	1.42	0.404
global route	0.354	1.82	6100	1.29	0.412
## power groups by stage
stage | logic [mW] | clock network [mW] | registers [mW]
4_1_cts | 0.0275 | 0.865 | 0.898
6_report | 0.0257 | 0.836 | 0.899
5_1_grt | 0.0299 | 0.895 | 0.898
No activity file was given, so power comes from the tool's default toggle rates.
